### design/flow/design.v
module asy_fifo #(
    parameter             DEPTH = 64  ,
    parameter             WIDTH = 32
) (
    input                   wr_clk      ,
    input                   wr_rst_n    ,
    input                   wr_en       ,
    output reg              fifo_full   ,
    input [WIDTH-1:0]       wr_data     ,
    input                   rd_clk      ,
    input                   rd_rst_n    ,
    input                   rd_en       ,
    output reg              fifo_empty  ,
    output [WIDTH-1:0]      rd_data     
);
localparam ADDR_WIDTH = $clog2(DEPTH);
reg [ADDR_WIDTH:0] wr_addr;
reg [ADDR_WIDTH:0] rd_addr;
reg [ADDR_WIDTH:0] wr_addr_g_r, wr_addr_g_rr;
reg [ADDR_WIDTH:0] rd_addr_g_r, rd_addr_g_rr;
reg [ADDR_WIDTH:0] wr_addr_g;
reg [ADDR_WIDTH:0] rd_addr_g;
wire [ADDR_WIDTH:0] wr_addr_next_g;
wire [ADDR_WIDTH:0] rd_addr_next_g;
wire [ADDR_WIDTH:0] wr_addr_next, rd_addr_next;
wire wen;
wire ren;
dual_port_ram #(
    .DEPTH(DEPTH),
    .WIDTH(WIDTH)
) U1(
    .wr_clk(wr_clk),
    .rd_clk(rd_clk),
    .wr_data(wr_data),
    .wen(wen),
    .ren(ren),
    .rd_addr(rd_addr[ADDR_WIDTH-1:0]),
    .wr_addr(wr_addr[ADDR_WIDTH-1:0]),
    .rd_data(rd_data)
);
assign wr_addr_next_g = wr_addr_next ^ (wr_addr_next >> 1);
assign rd_addr_next_g = rd_addr_next ^ (rd_addr_next >> 1);
assign wr_addr_next = wr_addr + (~fifo_full & wr_en);
assign rd_addr_next = rd_addr + (~fifo_empty & rd_en);
assign fifo_full_val = wr_addr_next_g == {~rd_addr_g_rr[ADDR_WIDTH:ADDR_WIDTH-1], rd_addr_g_rr[ADDR_WIDTH-2:0]};
assign fifo_empty_val = rd_addr_next_g == wr_addr_g_rr;
assign wen = wr_en & ~fifo_full;
assign ren = rd_en & ~fifo_empty;
always @(posedge wr_clk, negedge wr_rst_n) 
begin
    if (~wr_rst_n)
        fifo_full <= 1'b0;
    else
        fifo_full <= fifo_full_val;
end
always @(posedge rd_clk, negedge rd_rst_n) 
begin
    if (~rd_rst_n)
        fifo_empty <= 1'b1;
    else
        fifo_empty <= fifo_empty_val;
end
always @(posedge wr_clk, negedge wr_rst_n) 
begin
    if (~wr_rst_n)
        {wr_addr, wr_addr_g} <= 0;
    else  
        {wr_addr, wr_addr_g} <= {wr_addr_next, wr_addr_next_g};
end
always @(posedge rd_clk, negedge rd_rst_n) 
begin
    if (~rd_rst_n)
        {rd_addr, rd_addr_g} <= 0;
    else  
        {rd_addr, rd_addr_g} <= {rd_addr_next, rd_addr_next_g};
end
always @(posedge rd_clk, negedge rd_rst_n)
begin
    if (~rd_rst_n)
        {wr_addr_g_rr, wr_addr_g_r} <= 0;
    else
        {wr_addr_g_rr, wr_addr_g_r} <= {wr_addr_g_r, wr_addr_g};
end
always @(posedge wr_clk, negedge wr_rst_n)
begin
    if (~wr_rst_n)
        {rd_addr_g_rr, rd_addr_g_r} <= 0;
    else
        {rd_addr_g_rr, rd_addr_g_r} <= {rd_addr_g_r, rd_addr_g};
end
endmodule
module dual_port_ram #(
    parameter DEPTH = 64,
    parameter WIDTH = 32
) (
    input wr_clk,
    input rd_clk,
    input [WIDTH-1:0] wr_data,  
    input wen,  
    input ren,  
    input [$clog2(DEPTH)-1:0] rd_addr,  
    input [$clog2(DEPTH)-1:0] wr_addr,  
    output reg [WIDTH-1:0] rd_data
);
reg [WIDTH-1:0] mem [0:DEPTH-1];  
always @(posedge wr_clk)
begin
    if (wen)
        mem[wr_addr] <= wr_data;
end
always @(posedge rd_clk)
begin
    if (ren)
        rd_data <= mem[rd_addr];
end
endmodule
### design/flow/run.sh
#!/bin/bash
# OpenROAD 26Q1-2900-gdf79404cd8, Yosys 0.63+post, stock flow scripts
make -C /OpenROAD-flow-scripts/flow DESIGN_CONFIG=/design/flow/config.mk WORK_HOME=/design/flow/orfs finish
### design/flow/config.mk
export PLATFORM = sky130hd
export DESIGN_NAME = asy_fifo
export DESIGN_NICKNAME = asy_fifo
export VERILOG_FILES = /design/flow/design.v
export SDC_FILE = /design/flow/constraint.sdc
export NUM_CORES = 4
export LEC_CHECK = 1
export CORE_UTILIZATION = 40
### design/flow/constraint.sdc
current_design asy_fifo

set clk_period 31.9
set clk_io_pct 0.2

create_clock -name clk0 -period $clk_period [get_ports {rd_clk}]
create_clock -name clk1 -period $clk_period [get_ports {wr_clk}]

set non_clock_inputs [all_inputs -no_clocks]
set_input_delay [expr $clk_period * $clk_io_pct] -clock clk0 $non_clock_inputs
set_output_delay [expr $clk_period * $clk_io_pct] -clock clk0 [all_outputs]
==> summary.txt <==
run results: dpl hpwl around 130 mm, total of max-cap violations 0, Sw Ratio 32.18%, tool warning count 28, total wire length approximately 210 mm, Initial DRT Pass Iterations 7, Hold EP wr_addr_g_rr[0], Seq/Total Area, Yosys 79.19%, Max FO, Critical Path 34, CTS sink count around 2,100, RSZ-0062 raised after global routing no, R2R Path Start rd_addr[0], wire length per cell 32.00 um, RR Endpoint U1.rd_data[16], Max-area cell share approximately 77%, DIE AREA roughly 0.20 mm2, Mapped Cells 3,467, predominant post-synthesis flop cell edfxtp_1, Cell Int Power 0.005552 W, fp util 40.31%, first-pass GRT wire length approximately 300 mm, vias 37,130, number of global-route vias before repair slightly above 40,000, clock network power share 30.0%, sequential power share 40.9%, core box area 0.2001 mm2, Yosys Chip Area 0.08065 mm2, ys cells 3,467, worst reg2reg setup slack 26,440 ps, Final Hold Fails 0, Max VDD drop 0.00004950 V, endpoint class of the critical path register, Final Cell Area 0.09254 mm2, GRT Residual Overflow 0, sw power 0.002634 W, async set-or-reset flop fraction in the synthesized netlist 2.622%, hold path depth 0, largest net degree at the start of global routing around 80, max_slew headroom roughly a quarter, setup violators final 0, R2R depth 9, fillers 16,150, number of enable flip-flop cells about 2,100, Syn Std Cell Area 0.08065 mm2, status complete, no violations, Synth cell types approximately 45, Worst-path clk slew approximately 60 ps, Warnings, synthesis 4, IO buf count ~70, fraction of layout cells with a size suffix above 1 28.31%, die span in y roughly 450 um, Setup Skew 39.56 ps, Tightest Pin Transition 1134 ps, die span in x 451.0 um, Seq cells post-synth ~2,100, gpl congestion 0.9414, hold path startpoint wr_addr_g_r[0], number of DRC markers in iteration 0 2,858, initial antenna violation count 8, CP Data Required Time 32,210 ps, critical path type input port to register, cell area power density 88.46 mW/mm2, cell type with the largest total area edfxtp_1, Gate power share 29.1%, Final TNS setup 0 ps, Global Route Usage Sum 23.29%, Leak 28.97 nW, top cells, area edfxtp_1 77%, mux4_2 14%, dfrtp_1 1.7%, a22oi_1 1.2%, mux2i_1 1.2%, Area Growth Syn to Fin 14.75%, CTS tree done, via-per-instance ratio approximately 5.6, FP Rows 164, CP Launch Type input port, placed cell areas 0.08563 mm2, Max Slew Vio Count 0, Hold Crit Class register to register, Final ANT Viol Nets 0, DRC 0, Ports 72, syn_area_per_cell 23.26 um2, Arr. time, crit path about 9200 ps
## cells by family (layout without fill, tap and decap cells)
logic type      after synthesis  count (layout)  share of synthesized area [%]
compound gates              295             295                          2.551
simple gates                193             193                          1.105
mux                         605             605                          15.36
fa+ha+maj                     4               4                        0.06206
flops                      2136            2136                          79.19
xor+xnor                     38              38                         0.5880
other cells                   0               5                              0
buf+inv                     196             667                          1.147
## state kept, by name, summed over array words and instances, names as in the netlist
name,cells
U1.mem,2048
U1.rd_data,32
rd_addr,7
rd_addr_g_r,7
rd_addr_g_rr,7
wr_addr,7
wr_addr_g_r,7
wr_addr_g_rr,7
rd_addr_g,6
wr_addr_g,6
fifo_empty,1
fifo_full,1
## stage by stage
| stage | instances | total power, W | hold slack (ps) | worst slack [ps] | utilization [%] |
|---|---|---|---|---|---|
| 2_1_floorplan | 3467 | 0.004743 | 331.2 | 22270 | - |
| 3_3_place_gp | 6195 | 0.005783 | 334.4 | 22480 | 42.80 |
| 3_5_place_dp | 6195 | 0.005783 | 334.7 | 22470 | 42.80 |
| 4_1_cts | 6594 | 0.008237 | 349.2 | 23040 | 46.25 |
| 5_1_grt | 6596 | 0.008483 | 354.8 | 22900 | 46.25 |
| 6_report | 6599 | 0.008186 | 348.4 | 23040 | 46.26 |
## power by group through the flow
stage	Clock, W	Combinational, W	Sequential [W]
6_report	0.00245	0.00238	0.00335
5_1_grt	0.00260	0.00252	0.00336
4_1_cts	0.00249	0.00239	0.00335
## Yosys cell counts, types with 19 or more instances
cell type / instances
a21oi_1: 30
a22oi_1: 132
a31oi_1: 25
buf_1: 24
buf_2: 76
clkbuf_1: 72
dfrtp_1: 55
edfxtp_1: 2080
mux2i_1: 99
mux4_2: 506
nand2_1: 32
nand3_1: 39
nor2_1: 78
o21ai_0: 25
o221ai_1: 26
o22ai_1: 25
xor2_1: 19
## worst max-delay path, cell delays in order
cell,delay (ps)
clkdlybuf4s50_1,460
nor2b_4,120
buf_4,530
ha_1,380
and3_1,250
nand3_1,140
xor2_1,400
xnor3_1,290
and4_1,210
## cell usage in the layout, fill, tap and decap left out, types with 32 or more instances in the layout
cell             count
buf_2               32
a22oi_1            132
dfrtp_1             51
clkdlybuf4s50_1     38
nand3_1             39
nor2_4              63
clkbuf_1            39
clkinv_2            43
mux4_2             506
edfxtp_1          2080
mux2i_1             99
clkbuf_16          214
buf_4              190
nand2_1             32
clkinv_1            49
## timing repair
action / CTS / global route
resized: 0 / 0
hold endpoints to repair: 7 / 0
setup buffers: 0 / 0
hold buffers: 7 / 0
## worst max path at each step
stage | startpoint | end | slack (ps) | cells after the start
final | rd_en | fifo_empty | 23040 | 9
after global routing | rd_en | fifo_empty | 22900 | 9
after CTS | rd_en | fifo_empty | 23040 | 9
## layer usage
layer,track usage [%],vias up,share of wire (%)
met5,1.136,-,0.18
li1,-,15490,-
met3,19.10,327,18
met4,6.255,16,3.6
met1,27.88,19140,32
met2,32.92,2164,46
## area by class of cell
cell class                      instances  area (um2)  area share (%)
Tap cell                             2656        3323           3.591
Sequential cell                      2136       63880           69.03
Clock buffer                          253        5502           5.945
Antenna cell                            5       12.51         0.01352
Inverter                                5       18.77         0.02028
Clock inverter                        139        1331           1.439
Multi-Input combinational cell       1135       16380           17.70
Timing Repair Buffer                  270        2097           2.266
Power figures rest on the tool's default switching activity, not on a simulated workload.
